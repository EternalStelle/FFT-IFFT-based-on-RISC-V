## ./config.mk

```make
export PLATFORM = sky130hd
export DESIGN_NAME = mux_fft_alu
export DESIGN_NICKNAME = mux_fft_alu
export VERILOG_FILES = /design/flow/design.v
export SDC_FILE = /design/flow/constraint.sdc
export NUM_CORES = 4
export LEC_CHECK = 1
export CORE_AREA = 10 10 70 70
export DIE_AREA = 0 0 80 80
```

## ./constraint.sdc

```tcl
current_design mux_fft_alu

set clk_period 1.0
set clk_io_pct 0.2

create_clock -name clk0 -period $clk_period

set non_clock_inputs [all_inputs -no_clocks]
set_input_delay [expr $clk_period * $clk_io_pct] -clock clk0 $non_clock_inputs
set_output_delay [expr $clk_period * $clk_io_pct] -clock clk0 [all_outputs]
```

## ./design.v

```verilog
module mux_fft_alu (
    input wire butterfly3_ready,
    input wire[32-1:0] alu_result,
    input wire[32-1:0] fftData,
    output wire[32-1:0] mux_fft_alu
);
assign mux_fft_alu = (butterfly3_ready) ? fftData: alu_result;
endmodule
```

## ./run.sh

```bash
#!/bin/bash
# OpenROAD 26Q1-2900-gdf79404cd8, Yosys 0.63+post, stock flow scripts
make -C /OpenROAD-flow-scripts/flow DESIGN_CONFIG=/design/flow/config.mk WORK_HOME=/design/flow/orfs finish
```

==> impl_metrics.tcl <==
# metrics dict for downstream scripts
set metrics [dict create \
    yosysTopAreaCell "mux2_4" \
    fp.dieW_um 80 \
    fa_ha_area_share_pct 0 \
    yosys.area.top_type_share_pct 82.76 \
    grt_setup_unrepaired "true" \
    dpl.hpwl_mm 2.393 \
    place.gp.congestion 0.7807 \
    hold_path.class "input port to output pin" \
    whs_ps 696.5 \
    yosysCellCount 36 \
    worst_slew_margin_rel_pct 94.86 \
    peakVddDrop_mv 0.1724 \
    crit_path_top_delay_cell "mux2_4" \
    grtUsageTotal_pct 7.897 \
    seq_area_frac_synth_pct 0 \
    critPathMaxStageDelay_ps 290 \
    crit_chain "buf_12, buf_12, buf_12, mux2_4, buf_6" \
    power_frac_comb_pct 100.0 \
    firstDrtPassIters 2 \
    synth.distinct_cells 4 \
    mux_area_share_pct 86.90 \
    vias 693 \
    synthTopCellsByArea "mux2_4 83%, buf_12 11%, mux2_2 4.1%" \
    finalPower_uw 600.8 \
    grt_first_pass_wirelength_mm 4.160 \
    worstPathRequired_ps 800 \
    ys_area_um2 544.3 \
    n_clock_buffer 0 \
    warnings 34 \
    p_sw_share_pct 21.77 \
    maxCapViolations 0 \
    p_int_uw 470.0 \
    ff_latch_area_um2 0 \
    topCombFamilyByArea "multiplexers" \
    syn_area_per_cell_um2 15.12 \
    io_pins 97 \
    grt_pass1_vias 735 \
    aoi_share_pct 0 \
    routedWlPerCell_um 15.09 \
    simple_gate_area_share_pct 0 \
    fp_util_pct 15.93 \
    seq_cell_count 0 \
    routed_wl_mm 2.731 \
    power_frac_clock_pct 0 \
    dieArea_mm2 0.006400 \
    hold_viol 0 \
    crit_arrival_ps 980 \
    final.setup.worst_slack_ps -182.7 \
    cp_max_fo 6 \
    critPathCaptureType "output pin" \
    status "finished with violations" \
    setup-violations-final 32 \
    cts_hold_buf 0 \
    synthCells 36 \
    io_buffers 97 \
    worstSetupPathType "input port to output pin" \
    crit_family "buffers and inverters" \
    synthXorXnorAreaFrac_pct 0 \
    p_seq_share_pct 0 \
    clock.fmax_mhz 845.5 \
    worst-path-stages 5 \
    grt_start_max_net_pins 10 \
    fin_crit_ps 1183 \
    p_sw_uw 130.8 \
    crit_path_start "butterfly3_ready" \
    drtAntennaViolNets 0 \
    drt_iter0_drc 3 \
    worst_pin_slew_ps 77.11 \
    finalClockPeriodUsage_pct 118.3 \
    worst-path-buf-inv 4 \
    power.leakage_nw 0.8602 \
    layout-area-overhead-vs-synth_pct 184.4 \
    drc 0 \
    grt_overflow 0 \
    violations "negative setup slack" \
    endpoint "mux_fft_alu[0]" \
    synth_warnings 0 \
    vias_per_cell 3.829 \
    syn_area_um2 544.3 \
    drive_gt1_share_pct 52.59 \
    start_kind "input port" \
    core_mm2 0.003416 \
    cp_common_cell "buf_12" \
    rows 21 \
    antenna_found_initial 0 \
    insertedDiodeCount 0 \
    report.final.slew_viol_count 0 \
    die_h_um 80 \
    power.density_mw_per_mm2 388.2 \
]
## cell families after synthesis
group	Yosys count
multiplexers	32
buffers and inverters	4
## worst min-delay path by stage
stage / slack, ps / end / startpoint / depth (start not counted)
6_report: 700 / mux_fft_alu[1] / alu_result[1] / 3
5_1_grt: 720 / mux_fft_alu[1] / fftData[1] / 3
4_1_cts: 800 / mux_fft_alu[20] / fftData[20] / 3
## timing repair
item / CTS / global route
setup buffers: 2 / 0
endpoints found under the hold margin: 0 / 0
endpoints found under the setup margin: 32 / 32
gates resized: 172 / 9
cloned: 2 / 0
## layer usage
metal / track usage, % / wire (µm) / vias to the layer above
met5: 0 / 0 / -
met4: 0 / 0 / 0
li1: - / - / 338
met3: 3.636 / 369 / 0
met1: 9.624 / 1018 / 304
met2: 13.16 / 1343 / 51
## power by group through the flow
stage     Clock, mW  Combinational, mW  Sequential [mW]
5_1_grt           0              0.646                0
6_report          0              0.601                0
4_1_cts           0              0.597                0
## worst min-delay path, stage by stage
cell	delay, ps
dlymetal6s2s_1	80
mux2_4	130
buf_2	90
## cells in the mapped netlist
master,number
buf_6,1
mux2_2,2
buf_12,3
mux2_4,30
## stage by stage
stage | area (µm²) | setup WS, ps | util, % | TNS, ps | instances
global placement | 1536 | -492.8 | 44.98 | -15280 | 177
detailed placement | 1536 | -494.8 | 44.98 | -15390 | 177
global route | 1548 | -205.1 | 45.31 | -3146 | 181
finish | 1548 | -182.7 | 45.31 | -2614 | 181
floorplan | 544.3 | 66.90 | - | 0 | 36
CTS | 1506 | -191.1 | 44.10 | -2959 | 181
## area by class of cell
| class | instances | area, µm² |
|---|---|---|
| Fill cell | 343 | 1868 |
| Timing Repair Buffer | 103 | 1010 |
| Multi-Input combinational cell | 32 | 480.5 |
| Tap cell | 46 | 57.56 |
## placed cells by master (no fill, tap or decap)
cell type        count
dlymetal6s2s_1       4
buf_16               2
mux2_4              32
buf_2               14
buf_6               18
clkdlybuf4s50_1      5
buf_12               5
dlygate4sd2_1       55
No activity file was given, so power comes from the tool's default toggle rates.
